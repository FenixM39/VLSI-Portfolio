### ./run.sh
#!/bin/bash
# OpenROAD 26Q1-2900-gdf79404cd8, Yosys 0.63+post, stock flow scripts
make -C /OpenROAD-flow-scripts/flow DESIGN_CONFIG=/design/flow/config.mk WORK_HOME=/design/flow/orfs finish
### ./config.mk
export PLATFORM = sky130hd
export DESIGN_NAME = pipelined_multiplier_8bit
export DESIGN_NICKNAME = pipelined_multiplier_8bit
export VERILOG_FILES = /design/flow/design.v
export SDC_FILE = /design/flow/constraint.sdc
export NUM_CORES = 4
export LEC_CHECK = 1
export CORE_UTILIZATION = 50
### ./constraint.sdc
current_design pipelined_multiplier_8bit

set clk_period 3.8
set clk_io_pct 0.2

create_clock -name clk0 -period $clk_period [get_ports {clk}]

set non_clock_inputs [all_inputs -no_clocks]
set_input_delay [expr $clk_period * $clk_io_pct] -clock clk0 $non_clock_inputs
set_output_delay [expr $clk_period * $clk_io_pct] -clock clk0 [all_outputs]
### ./design.v
module pipelined_multiplier_8bit (
    input  wire clk,
    input  wire rst,
    input  wire [7:0] A,
    input  wire [7:0] B,
    output reg  [15:0] P
);
    reg [7:0] A_reg1, B_reg1;
    reg [15:0] pp_low, pp_high;
    reg [15:0] sum_reg;
    reg [15:0] P_reg;
    always @(posedge clk or posedge rst) begin
        if (rst) begin
            A_reg1   <= 8'd0;
            B_reg1   <= 8'd0;
            pp_low   <= 16'd0;
            pp_high  <= 16'd0;
            sum_reg  <= 16'd0;
            P_reg    <= 16'd0;
            P        <= 16'd0;
        end else begin
            A_reg1 <= A;
            B_reg1 <= B;
            pp_low  <= A_reg1[3:0] * B_reg1;        
            pp_high <= A_reg1[7:4] * B_reg1;        
            sum_reg <= pp_low + (pp_high << 4);
            P_reg <= sum_reg;
            P     <= P_reg;
        end
    end
endmodule
==> impl_metrics.env <==
# implementation run metrics
export IMPL_path_clk_slew_ps=90
export IMPL_cp_startpoint="A_reg1[3]$_DFF_PP0_"
export IMPL_max_stage_delay_ps=540
export IMPL_fillCellCount=692
export IMPL_ys_top_cells_by_count="88 x dfrtp_1, 46 x and2_1, 43 x inv_1"
export IMPL_grt_first_pass_wirelength_mm=12.06
export IMPL_finalHoldViolCount=0
export IMPL_ys_warn_count=1
export IMPL_pin_count=34
export IMPL_core_area_um2=8721
export IMPL_crit_arrival_ps=3470
export IMPL_clock_fmax_mhz=308.6
export IMPL_synth_top_flop_cell="dfrtp_1"
export IMPL_htreeDepth=3
export IMPL_die_w_um=96.74
export IMPL_grtUsageTotal=0.1628
export IMPL_path_class="reg2reg"
export IMPL_synth_edff_count=0
export IMPL_clockBufferDepth=2
export IMPL_num_rows=34
export IMPL_drive_above_1_share=0.05201
export IMPL_yosys_area_share_adder=0.2230
export IMPL_report_final_slew_viol_count=0
export IMPL_layout_min_cycle_time_ps=3240
export IMPL_cts_hold_buf=0
export IMPL_crit_fanout=8
export IMPL_dieHeight_um=96.74
export IMPL_fp_utilization=0.5146
export IMPL_hold_ws_ps=350.5
export IMPL_relSlewSlack=0.7043
export IMPL_die_area_um2=9359
export IMPL_r2r_cells=11
export IMPL_reg2reg_from="A_reg1[3]$_DFF_PP0_"
export IMPL_ant_nets=0
export IMPL_power_per_cell_area_nw_per_um2=557.1
export IMPL_cts_buffers=9
export IMPL_postCtsSetupBuffers=0
export IMPL_area_growth_pct=15.19
export IMPL_clock_skew_ps=6.409
export IMPL_mux_share=0.004461
export IMPL_syn_inst=373
export IMPL_yosys_area_top_type="dfrtp_1"
export IMPL_p_leak_nw=2.524
export IMPL_end_kind="flop"
export IMPL_min_path_type="reg2reg"
export IMPL_routed_wl_mm=6.465
export IMPL_drtPass1Iterations=4
export IMPL_grt_start_max_net_pins=89
export IMPL_worst_pin_slew_ps=443.6
export IMPL_routabilityCongestion=0.8280
export IMPL_fin_crit_sh=0.8528
export IMPL_worstPathRequired_ps=4030
export IMPL_rsz0062_at_grt="no"
export IMPL_top_cells_by_area="dfrtp_1 49%, fa_1 11%, ha_1 11%"
export IMPL_synth_cell_types=38
export IMPL_gr_total_overflow=0
export IMPL_ys_sh_aoi=0.07471
export IMPL_ys_seq_share=0.4907
export IMPL_numPortBuffers=33
export IMPL_async_flop_share=1.000
export IMPL_setup_viol=0
export IMPL_whs_path_depth=0
export IMPL_synthSimpleGateAreaFrac=0.1282
export IMPL_cts_resized=0
export IMPL_largest_reg_flops=32
export IMPL_antennaDiodeCount=0
export IMPL_viasPerCell=4.921
export IMPL_drt_iter0_markers=83
export IMPL_drc=0
export IMPL_fin_tns_setup_ps=0
export IMPL_yosys_cells=373
export IMPL_warning_count=25
export IMPL_ff2ff_setup_slack_ps=560
export IMPL_crit_reg2reg_capture="pp_low[9]$_DFF_PP0_"
export IMPL_synth_area_per_cell_um2=12.03
export IMPL_logic_family="adder cells"
export IMPL_ir_drop_uv=246.3
export IMPL_clock_sinks=88
export IMPL_hold_end="P[0]$_DFF_PP0_"
export IMPL_hpwl_mm=4.738
export IMPL_antenna_found_initial=0
export IMPL_top_area_frac=0.4907
export IMPL_status="complete, no violations"
export IMPL_cp_cell_sequence="and2_1 -> fa_1 -> inv_1 -> fa_1 -> inv_1 -> ha_1 -> o21ai_0 -> o21bai_1 -> a2111oi_0 -> nor3_1 -> xor2_1"
export IMPL_grt_pass1_vias=2707
export IMPL_cts_tree="done"
export IMPL_via_count=2613
export IMPL_drv_cap=0
export IMPL_root_buffer="clkbuf_8"
export IMPL_cp_slowest_cell="fa_1"
export IMPL_clk_latency_ps=350
export IMPL_ys_ff=88
export IMPL_synth_xor_xnor_area_share=0.04293
export IMPL_wire_per_inst_um=12.18
export IMPL_synth_area_um2=4488
export IMPL_ys_area_um2=4488
export IMPL_hold_start="P_reg[0]$_DFF_PP0_"
export IMPL_start_kind="flop"
export IMPL_most_common_cell="dfrtp_1"
## routing by layer
| metal | GRT usage | wire (um) | vias up |
|---|---|---|---|
| met2 | 0.2454 | 2839 | 48 |
| met4 | 0.01837 | 90 | 0 |
| met5 | 0 | 0 | - |
| met3 | 0.03456 | 227 | 8 |
| li1 | - | - | 1315 |
| met1 | 0.2701 | 3308 | 1242 |
## metrics by stage
step / util / setup slack (ps) / total power, W / std cells / cell area (um^2)
5_1_grt: 0.5928 / 228.6 / 0.003111 / 531 / 5170
6_report: 0.5928 / 559.5 / 0.002880 / 531 / 5170
3_5_place_dp: 0.5704 / 572.1 / 0.002270 / 515 / 4975
3_3_place_gp: 0.5704 / 599.3 / 0.002255 / 515 / 4975
4_1_cts: 0.5928 / 544.0 / 0.002917 / 531 / 5170
2_1_floorplan: - / 747.6 / 0.001970 / 373 / 4488
## final cells by class
type,instances,area (um^2),share of cell area
clock buffers,10,137.6,0.02662
inverters,43,162.7,0.03146
well taps,108,135.1,0.02614
flip-flops and latches,88,2202,0.4259
repair buffers,34,350.3,0.06776
multi-input cells,242,2125,0.4109
clock inverters,6,57.56,0.01113
## cell families (layout without fill, tap and decap cells)
logic type,Yosys count,count (layout)
compound gates,49,49
xor+xnor,22,22
fa+ha+maj,65,65
buf+inv,43,93
flops,88,88
mux,2,2
simple gates,104,104
## power by group
part	internal (W)	total (W)	switching [W]
logic	0.000499	0.000922	0.000423
registers	0.00123	0.00133	0.000100
clock network	0.000274	0.000629	0.000354
## layout by cell type (no fill, tap or decap), types with 3 or more instances in the layout
master | synthesis | final
o21ai_0 | 9 | 9
inv_1 | 43 | 42
dfrtp_1 | 88 | 88
clkbuf_8 | 0 | 10
nor3_1 | 6 | 6
o21a_1 | 3 | 3
ha_1 | 40 | 40
nand2_1 | 23 | 23
and2_1 | 46 | 46
clkdlybuf4s50_1 | 0 | 33
inv_6 | 0 | 4
a21o_1 | 7 | 7
nor2_1 | 9 | 9
xnor2_1 | 18 | 18
xor2_1 | 4 | 4
a21oi_1 | 12 | 12
and3_1 | 3 | 3
nor2b_1 | 7 | 7
fa_1 | 25 | 25
## worst max path at each step
stage                         end  slack [ps]
CTS           pp_low[9]$_DFF_PP0_         540
global route  pp_low[9]$_DFF_PP0_         230
finish        pp_low[9]$_DFF_PP0_         560
## worst max-delay path: cells and delay by family, from the launching register on
family          cells  cell delay [ps]
fa+ha+maj           3             1400
flops               1              460
compound gates      3              670
simple gates        2              330
buf+inv             2              100
xor+xnor            1              150
Power and IR drop assume default switching activity.
