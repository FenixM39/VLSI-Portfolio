==> ./design.v <==
module alu_8bit (
    input  [7:0] A,
    input  [7:0] B,
    input  [3:0] SEL,
    output reg [7:0] Y,
    output reg       CARRY,      
    output reg       BORROW,     
    output reg       OVERFLOW,   
    output           ZERO,       
    output           NEGATIVE    
);
    localparam OP_ADD  = 4'b0000;
    localparam OP_SUB  = 4'b0001;
    localparam OP_AND  = 4'b0010;
    localparam OP_OR   = 4'b0011;
    localparam OP_XOR  = 4'b0100;
    localparam OP_NOT  = 4'b0101;
    localparam OP_SLL1 = 4'b0110;
    localparam OP_SRL1 = 4'b0111;
    localparam OP_ROL1 = 4'b1000;
    localparam OP_ROR1 = 4'b1001;
    localparam OP_INC  = 4'b1010;
    localparam OP_DEC  = 4'b1011;
    localparam OP_NAND = 4'b1100;
    localparam OP_NOR  = 4'b1101;
    localparam OP_XNOR = 4'b1110;
    localparam OP_CMP  = 4'b1111;
    reg [8:0] addx;   
    reg [8:0] subx;   
    always @(*) begin
        Y        = 8'h00;
        CARRY    = 1'b0;
        BORROW   = 1'b0;
        OVERFLOW = 1'b0;
        addx     = 9'h000;
        subx     = 9'h000;
        case (SEL)
            OP_ADD: begin
                addx     = {1'b0, A} + {1'b0, B};
                Y        = addx[7:0];
                CARRY    = addx[8];
                OVERFLOW = (~(A[7] ^ B[7])) & (Y[7] ^ A[7]);
            end
            OP_SUB: begin
                subx     = {1'b0, A} + {1'b0, ~B} + 9'd1;
                Y        = subx[7:0];
                BORROW   = ~subx[8];             
                OVERFLOW = (A[7] ^ B[7]) & (Y[7] ^ A[7]);
            end
            OP_AND:  Y = A & B;
            OP_OR :  Y = A | B;
            OP_XOR:  Y = A ^ B;
            OP_NOT:  Y = ~A;
            OP_SLL1: begin
                Y     = A << 1;
                CARRY = A[7];                   
            end
            OP_SRL1: begin
                Y     = A >> 1;
                CARRY = A[0];                   
            end
            OP_ROL1: begin
                Y     = {A[6:0], A[7]};
                CARRY = A[7];
            end
            OP_ROR1: begin
                Y     = {A[0], A[7:1]};
                CARRY = A[0];
            end
            OP_INC: begin
                addx  = {1'b0, A} + 9'd1;
                Y     = addx[7:0];
                CARRY = addx[8];
                OVERFLOW = (~A[7]) & Y[7];      
            end
            OP_DEC: begin
                subx  = {1'b0, A} + 9'h1FF;     
                Y     = subx[7:0];
                BORROW= ~subx[8];
                OVERFLOW = A[7] & ~Y[7];        
            end
            OP_NAND: Y = ~(A & B);
            OP_NOR : Y = ~(A | B);
            OP_XNOR: Y = ~(A ^ B);
            OP_CMP: begin
                subx     = {1'b0, A} + {1'b0, ~B} + 9'd1;  
                Y        = 8'h00;                
                BORROW   = ~subx[8];
                OVERFLOW = (A[7] ^ B[7]) & (subx[7] ^ A[7]);
            end
            default: Y = 8'h00;
        endcase
    end
    assign ZERO     = (Y == 8'h00);
    assign NEGATIVE = Y[7];
endmodule
==> ./run.sh <==
#!/bin/bash
# OpenROAD 26Q1-2900-gdf79404cd8, Yosys 0.63+post, stock flow scripts
make -C /OpenROAD-flow-scripts/flow DESIGN_CONFIG=/design/flow/config.mk WORK_HOME=/design/flow/orfs finish
==> ./config.mk <==
export PLATFORM = sky130hd
export DESIGN_NAME = alu_8bit
export DESIGN_NICKNAME = alu_8bit
export VERILOG_FILES = /design/flow/design.v
export SDC_FILE = /design/flow/constraint.sdc
export NUM_CORES = 4
export LEC_CHECK = 1
export CORE_AREA = 10 10 112 112
export DIE_AREA = 0 0 122 122
==> ./constraint.sdc <==
current_design alu_8bit

set clk_period 5.1
set clk_io_pct 0.2

create_clock -name clk0 -period $clk_period

set non_clock_inputs [all_inputs -no_clocks]
set_input_delay [expr $clk_period * $clk_io_pct] -clock clk0 $non_clock_inputs
set_output_delay [expr $clk_period * $clk_io_pct] -clock clk0 [all_outputs]
==> Changelog: implementation <==
### Implementation results

* Outcome: complete, no violations
* Worst EP arrival at 3920 ps
* Crit. End Element: primary output
* Period utilisation layout at 0.969
* Initial antenna violation count at 0
* Total number of vias at 2884
* Layout cells sized above 1 at 0.222
* CLK BUF at 0
* Simple-Gate Fraction of Synth Area at 0.288
* Floorplan utilization at 0.230
* Boundary Pins at 33
* Port Buffer Count at 33
* Max cap viols at 0
* Number of global-route vias before repair at 2735
* Area share of the leading cell type in the synthesized netlist at 0.149
* Peak VDD IR at 0.0000244 V
* Most instantiated cells after synthesis: ha_1, inv_1, nor2_1, a21oi_1
* Yosys warnings at 1
* Fin. max-slew vios at 0
* Final worst setup slack at about 160 ps
* XOR-XNOR Cells, Area Fraction at 0.0372
* CP Class: in2out
* Largest net degree at the start of global routing at 40
* P per Cell Area at 97.2 nW/µm²
* Post-Route Hold Slack at 3150 ps
* Registers at 0
* Core footprint at between 10000 and 15000 µm²
* Global-route usage over all layers at 0.119
* Max FO, Critical Path at 8
* Fin crit period at a little under 5000 ps
* RSZ-0062 raised after global routing: true
* Starting DRT DRC Count at 299
* Drt total wl at 8910 µm
* Yosys cell types at 75
* Row count at 37
* Final setup vio count at 0
* Met3 wire length at 505 µm
* Chip Area, Yosys at 2360 µm²
* Gpl congestion at 0.957
* M1 wire length at 3930 µm
* Max Fclk at 202 MHz
* Uppermost layer routed: met4
* Worst Path Required at 4080 ps
* Wire length per cell at 16.4 µm
* Overflow after GRT at 0
* # diodes at 0
* Final std cells w/o fill at about 550
* Mean Syn Cell Area at 6.95 µm²
* Global-route wire length before repair at 14600 µm
* CP Launch Type: input port
* Avg Vias per Cell at 5.29
* Hold-fix buffers, CTS at 0
* Area grow syn2layout at 38.2%
* Cell count listed in synth_stat.txt at 339
* Mapped cell area at 2360 µm²
* Worst hold path class: in2out
* Die area at 14900 µm²
* Biggest area cells: ha_1, a21oi_1, inv_1, nor2_1, o21ai_0
* Top non-seq family: AND-OR/OR-AND gates
* Routed Antenna Nets at 0
* Worst slew margin at 0.542
* Synth area leader: ha_1
* Total power at 317 µW
* Place WS at -215 ps
* Routed met2 length at 4210 µm
* Area fraction in mux cells at 0.0234
* Adder-Cell Fraction of Synth Area at 0.166
* Slew @ Worst Pin at 685 ps
* P_leak at 1.32 nW
* Drt first pass iters at 5
* Dpl hpwl at 7080 µm
* Die height at 122 µm
* Setup TNS at 0 ps
* Drt drc at 0
* Post-Synthesis Cells at 339
* Die X-Extent at between 100 and 150 µm
* Reg area at 0 µm²
* Synth top cell by count: ha_1
* Synth Area in Compound Gates at 0.366
* Placed cells at 545
* Sequential share of the synthesized area at 0
* Log Warnings at 50
* Hold Fails Final Rpt at 0
-- power by group --
part           switching, mW  internal (mW)  leakage (nW)
clock network              0              0             0
registers                  0              0             0
logic                  0.158          0.159          1.32
-- layer usage --
| layer | global-route usage | vias to the layer above |
|---|---|---|
| met2 | 0.195 | 121 |
| met1 | 0.164 | 1325 |
| met5 | 0 | - |
| met4 | 0.0373 | 0 |
| li1 | - | 1422 |
| met3 | 0.00657 | 16 |
-- per-stage QoR --
stage / util / instance area [µm²]
final: 0.318 / 3260
after global routing: 0.318 / 3260
after CTS: 0.316 / 3240
after detailed placement: 0.314 / 3210
after global placement: 0.314 / 3210
after floorplan: - / 2360
-- worst paths after layout --
path | startpoint | end | slack [ps] | depth (start not counted)
worst max-delay path | A[1] | Y[7] | 160 | 14
worst min-delay path | A[0] | Y[0] | 3150 | 6
-- layout make-up --
cell class	count	area, µm²
multi-input cells	283	2120
repair buffers	95	850
well taps	136	170
fillers	1073	6970
inverters	31	116
-- cell usage in the layout, fill, tap and decap left out, drive strengths merged, types with 3 or more instances in the layout --
cell type and n:
buf 62, clkdlybuf4s50 30, inv 30, ha 28, nor2 27, a21oi 22
o21ai 21, nand2 19, nand2b 12, a31oi 10, nor3 9, nand3 8
xnor2 8, nor2b 7, o211ai 7, and3 7, o32ai 6, o21bai 6
o22ai 5, a211oi 5, or3 5, a221oi 5, and2 4, nor4 4
a22o 3, o221ai 3, a221o 3, nand4 3, a2bb2oi 3, a2111oi 3
-- cell families after synthesis --
family / count (synthesis)
buf+inv: 56
compound gates: 120
fa+ha+maj: 30
mux: 4
xor+xnor: 10
simple gates: 119
-- critical path: stages --
cell             delay, ps
clkdlybuf4s50_1        440
buf_4                  190
or3_4                  350
nor3_4                 130
and3_1                 170
ha_1                   220
inv_1                   50
o221ai_1               120
nand3_1                100
nand4_1                100
or3_1                  320
and3_4                 170
buf_4                  130
clkdlybuf4s50_1        400
-- repair_timing --
action / in CTS / in global routing
pin swaps: 1 / 0
setup endpoints to repair: 1 / 4
resized: 9 / 8
endpoints found under the hold margin: 0 / 0
buffers inserted: 0 / 0
Power figures rest on the tool's default switching activity, not on a simulated workload.
