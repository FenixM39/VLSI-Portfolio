[flow/config.mk]
export PLATFORM = sky130hd
export DESIGN_NAME = alu16
export DESIGN_NICKNAME = alu16
export VERILOG_FILES = /design/flow/design.v
export SDC_FILE = /design/flow/constraint.sdc
export NUM_CORES = 4
export LEC_CHECK = 1
export CORE_UTILIZATION = 30
[flow/constraint.sdc]
current_design alu16

set clk_period 6.2
set clk_io_pct 0.2

create_clock -name clk0 -period $clk_period

set non_clock_inputs [all_inputs -no_clocks]
set_input_delay [expr $clk_period * $clk_io_pct] -clock clk0 $non_clock_inputs
set_output_delay [expr $clk_period * $clk_io_pct] -clock clk0 [all_outputs]
[flow/design.v]
`timescale 1ns / 1ps
module alu16 (
    input      [15:0] a, b,         
    input      [3:0]  opcode,       
    output reg [15:0] y,            
    output reg        zero,         
    output reg        carry,        
    output reg        overflow,     
    output reg        negative      
);
    wire [16:0] add_ext;   
    wire [16:0] sub_ext;
    assign add_ext = {1'b0, a} + {1'b0, b};
    assign sub_ext = {1'b0, a} - {1'b0, b};
    always @(*) begin
        y        = 16'h0000;
        carry    = 1'b0;
        overflow = 1'b0;
        case (opcode)
            4'b0000: begin
                y        = add_ext[15:0];
                carry    = add_ext[16];
                overflow = (a[15] == b[15]) && (y[15] != a[15]);
            end
            4'b0001: begin
                y        = sub_ext[15:0];
                carry    = ~sub_ext[16];  
                overflow = (a[15] != b[15]) && (y[15] != a[15]);
            end
            4'b0010: y = a & b;
            4'b0011: y = a | b;
            4'b0100: y = a ^ b;
            4'b0101: y = ~(a | b);
            4'b0110: y = a << b[3:0];
            4'b0111: y = a >> b[3:0];
            4'b1000: y = $signed(a) >>> b[3:0];
            4'b1001: y = ($signed(a) < $signed(b)) ? 16'd1 : 16'd0;
            4'b1010: y = (a < b) ? 16'd1 : 16'd0;
            4'b1011: y = a;
            4'b1100: y = b;
            default: y = 16'h0000;
        endcase
        negative = y[15];
        zero     = (y == 16'h0000);
    end
endmodule
[flow/run.sh]
#!/bin/bash
# OpenROAD 26Q1-2900-gdf79404cd8, Yosys 0.63+post, stock flow scripts
make -C /OpenROAD-flow-scripts/flow DESIGN_CONFIG=/design/flow/config.mk WORK_HOME=/design/flow/orfs finish
==> out/metrics.cfg <==
[routing]
insertedDiodeCount=0
drc=0
dr.first_iter.drc_count=501
antenna_left=0
wl_per_cell_um=20.6
firstDrtPassIters=5
wirelength_mm=21.6
via_count=6158
drt-vias-per-instance=5.85

[critical_path]
start_kind=input pin
critPathSlowestCell=or4_4
crit_chain=clkdlybuf4s50_1 > buf_4 > mux4_2 > and3_1 > a2111oi_2 > o2111ai_1 > nor4_2 > nand4b_1 > or4_4 > nor4_2 > dlygate4sd2_1
slowest_delay_ns=0.54
path_max_fanout=10
crit_top_cell=nor4_2
path_class=in -> out
end_kind=primary output
worstPathRequired_ns=4.96
cp.arrival_ns=4.79

[hold_path]
min_to=zero
min_path_type=in -> out
min-delay-start=b[0]
whs_path_depth=8

[die]
die_w_um=129
rows=46
ios=56
die_h_um=129
fp.coreArea_um2=15800
die_area_um2=16700
fp_util=0.306

[final_layout]
syn_to_final_growth_pct=41.1
fillers=1626
final_cell_mix=buf_4, nor2_1, clkdlybuf4s50_1
ff_count=0
final_cells=1052
clock_buffers=0
drive_gt1_frac=0.289
utilization=0.432
seq_area_um2=0
lay_top_count=buf_4

[yosys]
ys_sh_xor=0.0108
avgSynthCellArea_um2=7.25
top_logic_kind=AND-OR/OR-AND gates
adder_share=0.150
postSynthSeqShare=0
yosys-stat-cells=668
syn_inst=668
aoi_share=0.351
simple_gate_share=0.250
yosys_warnings=1
muxShareOfSynthArea=0.138
synthDistinctLibCells=83
ys_chip_area_um2=4840
synthesis.area_um2=4840

[sta]
period_used_share=0.973
worst_pin_slew_ns=1.02
timing.hold.ws_ns=3.59
slew_headroom=0.308
rsz0062_at_grt=true
min_period_ns=6.03
fmax_ghz=0.166
hold_viol_final=0
finalMaxSlewViolations=0
layout_setup_ws_ns=0.168
setup_viol=0

[power_and_ir_drop]
p_int_mw=0.291
p_leak_nw=2.96
power_density_nw_per_um2=86.0
swShare=0.505
peakVddDrop_mv=0.0258
p_clk_frac=0
pwr-share-seq=0
p_comb_frac=1.000
p_sw_mw=0.297

[placement]
place_inst=1049
place_congestion=1.06
dp_hpwl_mm=17.8
pre_cts_slack_ns=-0.405
port_buffers=56

[global_route]
grt_max_degree=31
grt_pass1_vias=5710
grt_util_all_layers=0.265
overflow=0
grt_antenna_before_repair=0
grt_pass1_wl_mm=32.8

[flow_run]
warnings=72
max_cap_viol_count=0

[clock_tree]
hold_buffers=0

[run_status]
status=finished, final reports clean

## worst max-delay path, delay by kind of cell
kind,cells,cell delay [ns]
compound gates,2,0.69
buf+inv,3,0.82
mux,1,0.52
simple gates,5,1.51
## cell usage after synthesis (all sizes together) (5+ instances only)
library cell | n | area share
ha | 55 | 0.14
nor2 | 52 | 0.040
inv | 49 | 0.038
a21oi | 45 | 0.047
nand2 | 44 | 0.034
o21ai | 40 | 0.041
clkbuf | 31 | 0.024
buf | 27 | 0.037
mux4 | 19 | 0.088
mux2i | 18 | 0.038
a211oi | 17 | 0.026
nand3 | 16 | 0.017
a21o | 14 | 0.022
nor3 | 14 | 0.014
nor4 | 13 | 0.019
nand2b | 12 | 0.015
o211ai | 12 | 0.020
o22ai | 10 | 0.013
nor2b | 9 | 0.013
a221oi | 8 | 0.019
a22oi | 8 | 0.012
a31oi | 8 | 0.010
or3 | 8 | 0.012
nor3b | 7 | 0.011
o221ai | 7 | 0.013
a211o | 6 | 0.011
a222oi | 6 | 0.012
a32oi | 6 | 0.011
or2 | 6 | 0.0077
a2111oi | 5 | 0.012
a22o | 5 | 0.0090
and3 | 5 | 0.0065
mux2 | 5 | 0.012
o21bai | 5 | 0.0077
o31ai | 5 | 0.0077
xnor2 | 5 | 0.0090
## cell type report
class / count / area [um^2] / share of cell area
inverters: 50 / 188 / 0.0274
multi-input cells: 560 / 4490 / 0.657
well taps: 216 / 270 / 0.0395
repair buffers: 226 / 1890 / 0.276
## worst max path at each step
stage         startpoint  endpoint  slack, ns  cells past startpoint
CTS                 b[6]      zero       0.19                     15
global route        b[8]      zero      -0.01                     14
finish             a[10]      zero       0.17                     11
## per-stage QoR
stage	setup TNS [ns]	instance area [um^2]	power, mW
5_1_grt	-0.0111	6840	0.633
4_1_cts	0	6810	0.577
3_5_place_dp	-0.476	6710	0.562
2_1_floorplan	0	4840	0.289
3_3_place_gp	-0.352	6710	0.567
6_report	0	6840	0.588
## power by group through the flow
stage         logic, mW  clock network (mW)  registers, mW
global route      0.633                   0              0
CTS               0.577                   0              0
finish            0.588                   0              0
## routing by layer
layer | wire length, um | track usage
met5 | 0 | 0
met4 | 860 | 0.0865
met3 | 1790 | 0.0332
met2 | 9720 | 0.420
met1 | 9250 | 0.375
## what timing repair did
item | CTS | global route
pin swaps | 9 | 1
setup endpoints to repair | 2 | 2
buffers inserted | 3 | 0
gates resized | 20 | 6
## logic make-up after synthesis
family                   Yosys count
AND/OR/NAND/NOR                  219
adder cells (fa/ha/maj)           57
AND-OR/OR-AND                    236
multiplexers                      42
buffers and inverters            108
XOR/XNOR                           6
Power figures rest on the tool's default switching activity, not on a simulated workload.
